File: flow/design.v
module block_ram_1d #(
    parameter ADDR_WIDTH = 8,    
    parameter DATA_WIDTH = 32
)(
    input  logic                    clk,
    input  logic                    we,      
    input  logic [ADDR_WIDTH-1:0]   addr,
    input  logic [DATA_WIDTH-1:0]   wdata,
    output logic [DATA_WIDTH-1:0]   rdata
);
    logic [DATA_WIDTH-1:0] mem [0:(1<<ADDR_WIDTH)-1];
    always_ff @(posedge clk) begin
        rdata <= mem[addr]; 
        if (we) begin
            mem[addr] <= wdata;
        end
    end
endmodule
module block_ram_2d #(
    parameter ROW_ADDR_WIDTH = 8,    
    parameter COL_ADDR_WIDTH = 8,    
    parameter DATA_WIDTH = 32
)(
    input  logic                      clk,
    input  logic                      we,      
    input  logic [ROW_ADDR_WIDTH-1:0] raddr,
    input  logic [COL_ADDR_WIDTH-1:0] caddr,
    input  logic [DATA_WIDTH-1:0]     wdata,
    output logic [DATA_WIDTH-1:0]     rdata
);
    logic [DATA_WIDTH-1:0] mem [0:(1<<ROW_ADDR_WIDTH)-1][0:(1<<COL_ADDR_WIDTH)-1];
    always_ff @(posedge clk) begin
        rdata <= mem[raddr][caddr]; 
        if (we) begin
            mem[raddr][caddr] <= wdata;
        end
    end
endmodule
File: flow/run.sh
#!/bin/bash
# OpenROAD 26Q1-2900-gdf79404cd8, Yosys 0.63+post, stock flow scripts
make -C /OpenROAD-flow-scripts/flow DESIGN_CONFIG=/design/flow/config.mk WORK_HOME=/design/flow/orfs finish
File: flow/config.mk
export PLATFORM = sky130hd
export DESIGN_NAME = block_ram_1d
export DESIGN_NICKNAME = block_ram_1d
export VERILOG_FILES = /design/flow/design.v
export SDC_FILE = /design/flow/constraint.sdc
export NUM_CORES = 4
export LEC_CHECK = 1
export CORE_UTILIZATION = 40
export SYNTH_MEMORY_MAX_BITS = 65536
File: flow/constraint.sdc
current_design block_ram_1d

set clk_period 40.0
set clk_io_pct 0.2

create_clock -name clk0 -period $clk_period [get_ports {clk}]

set non_clock_inputs [all_inputs -no_clocks]
set_input_delay [expr $clk_period * $clk_io_pct] -clock clk0 $non_clock_inputs
set_output_delay [expr $clk_period * $clk_io_pct] -clock clk0 [all_outputs]
==> metrics.yaml <==
slew_viol_final: 0
clock_tree.buffer_depth: 4
cts-buffers-inserted: 815
vdd_ir_drop_max_uv: 57.1
slew_headroom_pct: 0.805
post-route-period-util_pct: 34.6
track_usage_pct: 25.4
fmax_mhz: 72.3
cp_num_buf_inv: 10
h-tree-depth: 6
yosysTopAreaCell: "edfxtp_1"
syn_to_final_growth_pct: 14.7
path_clk_slew_ns: 0.06
dp_hpwl_um: 517000
synthCells: 13100
io_buffers: 73
worstPathCellList: "buf_16, buf_4, buf_4, buf_4, buf_4, buf_4, buf_4, buf_4, mux4_2, a22oi_1, a21oi_1, buf_4, o41ai_2, buf_4, nand4_1"
hold_viol_final: 0
via_count: 146000
initCoreUtil_pct: 40.2
grt_pass1_wl_um: 1240000
wl_per_cell_um: 35.6
overflow: 0
drc_errors: 0
leakage_nw: 108
cpMostUsedCell: "buf_4"
die-height_um: 881
cts_hold_buffers: 0
openroad.warnings: 26
rsz0062_at_grt: "false"
drt-total-wl_um: 889000
insertion_delay_ns: 1.19
max_stage_delay_ns: 0.94
netlist_area_um2: 309000
ys_area_um2: 309000
power_density_nw_per_um2: 49.9
cts_tree: "yes"
first_iter_violations: 10500
worst_ep_required_time_ns: 41.04
drive_above_1_share_pct: 30.0
top_cell_area_share_pct: 79.6
cts_resized: 0
maxCapViolations: 0
postSynthSeqShare_pct: 79.8
hold_path_class: "register to register"
cp_top_family: "buffers and inverters"
chipArea_um2: 776000
antenna_found_initial: 46
die_w_um: 881
ant_nets: 0
postCtsSetupRepairBufs: 0
status: "completed"
root_buffer: "clkbuf_16"
placed_cell_area_um2: 329000
setup_viol: 0
synth.distinct_cells: 22
yosysWarnings: 1
cp_slowest_cell: "o41ai_2"
post-route-min-period_ns: 13.83
cp-end-kind: "register"
design_area_um2: 354000
grt_max_degree: 97
critPathKind: "input pin to register"
dr.pass1.iters: 7
numClockSinks: 8224
synth.area.top_cells: "edfxtp_1 80%, mux4_2 15%, a22oi_1 2.5%, a21oi_1 0.83%, clkbuf_1 0.60%"
vias_per_cell: 5.86
critPathLaunchType: "input pin"
ios: 74
tightestPinTransition_ns: 1.48
core.rowCount: 322
clock_skew_ns: 0.0837
routabilityCongestion: 0.886
first_global_vias: 163000
crit_fanout: 66
ys_cells: 13100
fin_tns_setup_ns: 0
arrival_ns: 14.87
ys.flops: 8224
syn_avg_cell_area_um2: 23.6
coreArea_um2: 769000
cell usage in the layout (no fill, tap or decap), drive strengths merged, types with 32 or more instances in the layout:
| master | n |
|---|---|
| a21oi | 512 |
| a22oi | 1024 |
| buf | 903 |
| bufinv | 40 |
| clkbuf | 1015 |
| clkdlybuf4s50 | 39 |
| clkinv | 420 |
| dfxtp | 32 |
| diode | 40 |
| edfxtp | 8192 |
| mux4 | 2048 |
| nand4 | 32 |
| nor2 | 232 |
| o41ai | 128 |
cell families (layout without fill, tap and decap cells):
group / after synthesis / in the layout / share of synthesized area (%)
flops: 8224 / 8224 / 79.8
mux: 2048 / 2048 / 14.9
compound gates: 1664 / 1664 / 3.68
buf+inv: 797 / 2449 / 1.09
simple gates: 354 / 354 / 0.489
other cells: 0 / 40 / 0
through the flow:
stage / hold slack, ns / utilization, % / cells / power [mW] / setup slack [ns]
final: 0.973 / 46.1 / 25000 / 17.7 / 26.17
after floorplan: 0.819 / - / 13100 / 10.1 / 28.12
after global placement: 0.942 / 42.7 / 23400 / 10.6 / 24.76
after CTS: 0.959 / 46.1 / 24900 / 17.8 / 26.16
after detailed placement: 0.936 / 42.8 / 23400 / 10.6 / 24.91
after global routing: 1.02 / 46.1 / 25000 / 18.2 / 25.98
power breakdown:
group,internal [mW],switching [mW],total (mW)
clock,4.04,3.26,7.30
sequential,9.50,0.0276,9.53
combinational,0.280,0.573,0.852
total,13.8,3.86,17.7
sequential cells by signal, indices dropped and copies added (netlist names):
register,count
mem,8192
rdata,32
final timing paths:
| path | start | to | slack [ns] | cells after the start |
|---|---|---|---|---|
| setup / recovery | addr[1] | rdata[2] | 26.17 | 15 |
| hold / removal | mem[104][16] | rdata[16] | 0.97 | 5 |
| setup reg to reg | mem[47][22] | rdata[22] | 36.65 | 6 |
| hold reg to reg | mem[104][16] | rdata[16] | 0.97 | 5 |
layout make-up:
class	count	area (um^2)
well taps	10200	12800
clock buffers	1015	21300
multi-input cells	4066	61900
inverters	1	3.75
flip-flops and latches	8224	247000
repair buffers	942	7550
clock inverters	491	4160
fillers	61500	415000
diodes	40	100
layer usage:
layer	track usage, %	wire length [um]	up-vias
met2	35.0	398000	11000
met5	1.73	1630	-
met3	24.4	194000	1589
met1	27.1	252000	74700
met4	9.09	42700	69
li1	-	-	59000
worst min-delay path, stage by stage, from the launching register on:
cell and delay [ns]:
edfxtp_1 0.32, mux4_2 0.22, a22oi_1 0.09, a21oi_1 0.12, o41ai_1 0.09, nand4_1 0.09
synth_stat cells:
cell	instances
nand3_1	13
mux4_2	2048
clkbuf_1	498
and2_1	3
nand2b_1	6
buf_1	64
buf_4	21
buf_6	4
edfxtp_1	8192
o41ai_1	128
nor2b_1	7
nor2_1	232
or2_2	2
nand2_1	28
a21oi_1	512
buf_2	209
a22oi_1	1024
nand4_1	32
or3_1	1
nor3_1	30
dfxtp_1	32
inv_1	1
Power figures rest on the tool's default switching activity, not on a simulated workload.
